$ cat ./run.sh
#!/bin/bash
# OpenROAD 26Q1-2900-gdf79404cd8, Yosys 0.63+post, stock flow scripts
make -C /OpenROAD-flow-scripts/flow DESIGN_CONFIG=/design/flow/config.mk WORK_HOME=/design/flow/orfs finish
$ cat ./config.mk
export PLATFORM = sky130hd
export DESIGN_NAME = Top_XBee
export DESIGN_NICKNAME = Top_XBee
export VERILOG_FILES = /design/flow/design.v
export SDC_FILE = /design/flow/constraint.sdc
export NUM_CORES = 4
export LEC_CHECK = 1
export CORE_UTILIZATION = 50
$ cat ./constraint.sdc
current_design Top_XBee

set clk_period 4.8
set clk_io_pct 0.2

create_clock -name clk0 -period $clk_period [get_ports {Clk}]

set non_clock_inputs [all_inputs -no_clocks]
set_input_delay [expr $clk_period * $clk_io_pct] -clock clk0 $non_clock_inputs
set_output_delay [expr $clk_period * $clk_io_pct] -clock clk0 [all_outputs]
$ cat ./design.v
module Compare(clk, comp_Rx, comp_Tx, D_In, conf_LCD, Done);
input clk, comp_Rx, comp_Tx;
input [7:0] D_In;
output Done;
output [1:0] conf_LCD;
reg Do;
reg [1:0] conf2;
reg [7:0] A = 8'b01100110;
reg [7:0] B = 8'b01100011;
parameter Time = 78120; 
reg [28:0] counter = 0;
	always @(posedge clk) begin
		if(~comp_Tx) begin
			if(counter == Time) begin
				conf2 = 2'b01;
				counter = 0;
				Do = 1;
				end else begin
					counter = counter + 1;
					conf2 = 2'b00;
					Do = 0;
				end 
			if(comp_Rx) begin
				counter = 0;
				if(D_In == A) begin
					conf2 = 2'b10;
					Do = 1;
					end else begin
						if(D_In == B) begin
							conf2 = 2'b11;
							Do = 1;
							end else begin
								conf2 = 2'b01;
								Do = 1;
						end
					end		
					Do = 0;
				end else begin end
			end else begin end
	end
	assign Done = Do;
	assign conf_LCD = conf2;
endmodule
module Control(clk, reset, Rx, tick, Check, done, s_count, s_Date, s_comp);
input clk, reset, Rx, tick, Check, done;
output reg s_count, s_Date, s_comp;
reg [1:0] state;
parameter iddle = 2'b00;
parameter stop_Bit = 2'b01;
parameter data_Bits = 2'b10;
parameter compare = 2'b11;
always @(posedge clk) begin
	if(reset)
		state = iddle;
	else
		case (state)
			iddle:
				if(~Rx)
					state = stop_Bit;
				else
					state = iddle;
			stop_Bit:
				if(tick)
					state = data_Bits;
				else
					state = stop_Bit;
			data_Bits:
				if(Check)
					state = compare;
				else
					state = data_Bits;
			compare:
				if(done)
					state = iddle;
				else
					state = compare;
		endcase
end
always @(state) begin
	case (state)
		iddle: begin
			s_count = 1'b0;
			s_Date = 1'b0;
			s_comp = 1'b0;
		end
		stop_Bit: begin
			s_count = 1'b1;
			s_Date = 1'b0;
			s_comp = 1'b0;
		end
		data_Bits: begin
			s_count = 1'b1;
			s_Date = 1'b1;
			s_comp = 1'b0;
		end
		compare: begin
			s_count = 1'b1;
			s_Date = 1'b0;
			s_comp = 1'b1;
		end
	endcase
end
endmodule
module ControllerTx(Clk, Reset, ND, Eviction, Repeat, State, Rx_Check);
	input Clk, Reset, ND, Eviction, Repeat;
	output reg [2:0] State;
    output reg Rx_Check;
	parameter [2:0] Iddle 	   = 3'b000;
	parameter [2:0] Busy  	   = 3'b001;
	parameter [2:0] Evacuation = 3'b010;
	parameter [2:0] CodeGen    = 3'b011;
	parameter [2:0] Load       = 3'b100;
	parameter [2:0] Shift      = 3'b101;
	reg [2:0] CurrentState;
	reg [2:0] NextState;
    reg [3:0] Rx_Count;
	parameter [2:0] BusyState  = 3'b000;
	parameter [2:0] Encode     = 3'b001;
	parameter [2:0] GetOut     = 3'b010;
	parameter [2:0] Push       = 3'b011;
	parameter [2:0] Move       = 3'b100;
	always @ (posedge Clk, posedge Reset) begin
		if (Reset) begin
			CurrentState <= Iddle;
			end else begin
			NextState <= CurrentState;
			case (CurrentState)
				Iddle:
				begin
					if (ND == 1 || Eviction == 1) begin
					State <= BusyState;				
					CurrentState <= Busy;
					end
				end
				Busy:
				begin
					if (Eviction == 1) begin 
					CurrentState <= Evacuation;
					end else begin
						CurrentState <= CodeGen;
						end
				end
				Evacuation:
				begin
					State <= GetOut;
					CurrentState <= CodeGen;
				end			
				CodeGen:
				begin
					State <= Encode;
					CurrentState <= Load;
				end
				Load:
				begin
					State <= Push;
					CurrentState <= Shift;
				end
				Shift:
				begin
					State <= Move;
					if (Repeat == 1) begin
					CurrentState <= Iddle;
                    State <= BusyState;
                        if (Rx_Count == 13) begin
                            Rx_Check <= 1;
                            Rx_Count <= 4'b0;                         
                            end else begin
                                Rx_Count <= Rx_Count + 1;
                                Rx_Check <= 0;
                            end
						end else begin
						end
				end
				default:
				begin
					CurrentState <= Iddle;
				end	
			endcase
			end
	end
endmodule
module Counter(Clk, Reset, TickTack);
	input Clk;
	input Reset;
	output reg TickTack;
	parameter N =  5208;     
	reg [13:0] Counter=0;    
	always @ (posedge Clk or posedge Reset) begin
		if (Reset) begin
			Counter <= 0;
			TickTack  <= 0;
			end else begin
			if (Counter == N) begin
				Counter <= 0;
				TickTack  <= 1;
				end else begin
					Counter <= Counter + 1;
					TickTack  <= 0;
				end
			end
	end
endmodule
module CounterII(clk, tick, s_count);
input clk;
input s_count;
output wire tick;
reg [13:0] counter =  2604;
reg signal;
parameter N =  5208;
always @(posedge clk) begin
    if(s_count==1)
	    if(counter == N) begin
		    counter = 0;
		    signal = 1;
	    end
	    else begin
		    counter = counter + 1;
		    signal = 0;
	    end
    else
    	signal = 0;       
end
assign tick = signal;
endmodule
module Data(date, tick, Rx, Check, Dout);
input date, tick, Rx;
output Check;
output [7:0] Dout;
reg signal;
reg [7:0] data;
reg [3:0] counter = 0;
reg [7:0] Reg_Out = 0;
always @(tick)
    if(tick) begin
        if (date) begin
		        if(counter == 8) begin
		            signal = 1;
		            data = Reg_Out;
		            counter = 0;
		        end 
		        else begin
		        	Reg_Out = {Rx, Reg_Out[7:1]};
		        	counter = counter + 1;
		        end
        end
        else begin
			signal = 0;
        end
    end
    else
      signal = 0;
    assign Dout = data;
    assign Check = signal;
endmodule	
module PlotCoder(Clk, TickTack, Din, State, BusyFlag, Repeat, DoutTx);
	input Clk, TickTack;
	input [7:0] Din;
	input [2:0] State;
	output reg BusyFlag, Repeat, DoutTx;
	parameter [2:0] BusyState  = 3'b000;
	parameter [2:0] Encode     = 3'b001;
	parameter [2:0] GetOut     = 3'b010;
	parameter [2:0] Push       = 3'b011;
	parameter [2:0] Move       = 3'b100;
	reg [7:0] DinT;
	reg [11:0] DoutTxT;
	reg StartBit, StopBit, ParityBit;
    reg [3:0] OK;
	always @ (posedge Clk) begin
        BusyFlag <= 1;
		case (State) 
			BusyState:
			begin
				BusyFlag <= ~BusyFlag;
			end		
			Encode:
			begin
				DinT <= Din;
				StartBit <= 0;
				StopBit  <= 1;
				ParityBit <= ^DinT;
			end
			GetOut:
			begin 
				DinT <= 8'b00100110;
			end
			Push:
			begin
				DoutTxT <= {StopBit,StartBit,DinT,ParityBit,StopBit};
			end
			Move:
			begin
				Repeat <= 0;
				if (OK != 13) begin			
					if (TickTack == 1) begin			
						DoutTx <= DoutTxT[11];
						DoutTxT <= {DoutTxT[10:0], 1'b0};
						OK <= OK + 1'b1;
					end else begin
					end
				end else begin
				Repeat <= 1;
                OK <= 0;
				end	
			end
			default:
			begin
			BusyFlag <= 0;				
			end
		endcase
	end
endmodule
    module Top_XBee(Clk, Reset, ND, Eviction, Din, BusyFlag, DoutTx, Rx, conf_LCD);
        input Clk;
        input Reset;
        input ND;
        input Eviction;
        input [7:0] Din;
        input Rx;
        output BusyFlag;
        output DoutTx;
        output [1:0] conf_LCD;
        wire TickTack;
        wire [2:0] State;
        wire Rx_Check;
        wire Repeat;
        wire [7:0] Dout;
        wire comp_Rx; 
        wire Done;
        wire tick;
        wire Check;
        wire s_count;
        wire s_Date;
        wire s_comp;
Counter Counter(.Clk(Clk), .Reset(Reset), .TickTack(TickTack));
ControllerTx ControllerTx(.Clk(Clk), .Reset(Reset), .ND(ND), .Eviction(Eviction), .Repeat(Repeat), .State(State), .Rx_Check(Rx_Check));
PlotCoder PlotCoder(.Clk(Clk), .TickTack(TickTack), .Din(Din), .State(State), .BusyFlag(BusyFlag), .Repeat(Repeat), .DoutTx(DoutTx));
Compare Compare(.clk(Clk), .comp_Tx(Rx_Check), .D_In(Dout), .conf_LCD(conf_LCD), .Done(Done), .comp_Rx(comp_Rx));
CounterII CounterII(.clk(Clk), .tick(tick), .s_count(s_count));
Data Data(.date(s_Date), .tick(tick), .Rx(Rx), .Check(Check), .Dout(Dout));
Control Control(.clk(Clk), .reset(Reset), .Rx(Rx), .tick(tick), .Check(Check), .done(Done), .s_count(s_count), .s_Date(s_Date), .s_comp(comp_Rx));
endmodule
==> metrics.cfg <==
[sta]
worst_slew_pin_slew_ns=0.635
grt_setup_unrepaired=false
period_used_pct=44.9
layout_min_cycle_time_ns=2.15
fmax_mhz=464
finalMaxSlewViolations=0
clock_skew_ns=0.0119
fin_setup_tns_ns=0
setup_violations=0
unclocked_pins=21
hold_viol_final=0
unconstrained_endpoints=21
relSlewSlack_pct=57.7

[global_routing]
antenna_found_initial=0
gr-max-usage-layer=met1
use_met3_pct=3.80
grt_overflow=0
grt_max_degree=33
grt_pass1_vias=3286
grtUsageMet2_pct=25.5
grt_pass1_wl_um=15500
grt_use_met1_pct=31.8
grtUsageTotal_pct=17.8

[pwr]
internal_power_mw=1.67
p_clk_share_pct=25.7
p_per_area_nw_per_um2=369
p_leak_nw=2.28
seq_power_share_pct=58.7
worst_ir_drop_vdd_mv=0.247
power_frac_comb_pct=15.5
sw_frac_of_total_pct=26.8
p_sw_uw=608

[synthesis]
edf_count=78
synth-seq-cells=131
yosys_warnings=15
ys_types=50
async_flop_share_pct=16.0
ff_type=edfxtp_1
yosys_area_um2=5640
synth_area_um2=5640
ys_cells=485
syn_avg_cell_area_um2=11.6
synthCells=485

[clocking]
h-tree-depth=3
cts_resized=0
ctsLongestPathBuffers=2
clk_pin_slew_ns=0.11
post-cts-setup-buffer-count=0
clock_latency_ns=0.37
cts_tree=built
cts_root_buf=clkbuf_8
cts_inserted_buffers=9
cts_hold_buf=0

[finish]
stdcell_count=650
utilization_pct=56.6
syn2layout_area_growth_pct=9.39
mostFrequentLayoutCell=edfxtp_1
final_cell_mix=edfxtp_1, nor2_1, inv_1, nand2_1, xnor2_1
drive_gt1_share_pct=8.24
n_fill_cell=861

[routing]
drt-total-wl_um=8830
dr.pass1.iters=5
vias_per_cell=5.36
drc=0
vias=3484
wire_per_inst_um=13.6
drt_iter0_drc=145
ant_nets=0
insertedDiodeCount=0

[die]
die_h_um=108
dieWidth_um=108
dieArea_um2=11700
core_area_um2=10900
fp_util_pct=51.8
rows=38
io_pins=17

[setup_path]
critPathKind=reg -> reg
r2r-end=Compare.counter[13]
rr_startpoint=Compare.counter[17]
r2r_slack_ns=2.65
worstPathMaxFanout=21
start_kind=register
reg2reg_depth=5
crit_arrival_ns=2.27
end_kind=register
cp.required_ns=4.92

[worst_hold_path]
holdPathStages=0
hp-class=reg -> reg
hold_end=ControllerTx.CurrentState[1]
min_from=ControllerTx.CurrentState[5]

[run]
warning_count=31
maxCapViolCount=0

[status]
outcome=finished clean

[place]
hpwl_um=5830
dp.cells=634
port_buffers=16
gp_congestion=0.788

[power groups by stage]
| stage | Clock [mW] | Combinational (mW) | Sequential [mW] |
|---|---|---|---|
| after CTS | 0.616 | 0.359 | 1.34 |
| after global routing | 0.649 | 0.400 | 1.36 |
| final | 0.586 | 0.353 | 1.34 |
[registers in the layout, indices dropped and copies added, names as in the netlist, 6 cells and up]
name                       flops
Compare.counter               29
Data.Reg_Out                   8
PlotCoder.DinT                 8
PlotCoder.DoutTxT             12
CounterII.counter             14
Counter.Counter               14
ControllerTx.CurrentState      6
Data.data                      8
[routing by layer]
metal | vias up | routed length, um
li1 | 1783 | -
met1 | 1659 | 4580
met2 | 35 | 3910
met3 | 7 | 261
met4 | 0 | 80
met5 | - | 0
[critical path, stage by stage, from the launching register on]
cell      delay (ns)
edfxtp_1        0.49
nor4b_1         0.34
nand4_1         0.23
o21bai_2        0.43
buf_4           0.33
nor2_1          0.08
[kinds of logic (layout without fill, tap and decap cells)]
group / count (synthesis) / count (layout) / share of synthesized area, %
xor+xnor: 47 / 47 / 7.30
fa+ha+maj: 12 / 12 / 2.66
flops: 110 / 110 / 54.8
latches: 21 / 21 / 5.59
mux: 12 / 12 / 2.38
buf+inv: 38 / 63 / 2.66
simple gates: 193 / 193 / 18.9
compound gates: 52 / 52 / 5.64
[worst max path at each step]
stage                 slack [ns]                 from                  end
after CTS                   2.60   PlotCoder.BusyFlag             BusyFlag
after global routing        2.39   Compare.counter[0]  Compare.counter[13]
final                       2.65  Compare.counter[17]  Compare.counter[13]
[per-stage QoR]
step	total power, mW	hold slack [ns]	setup WS (ns)	cell area (um^2)
2_1_floorplan	1.61	0.377	2.47	5640
3_3_place_gp	1.71	0.399	2.46	5950
3_5_place_dp	1.72	0.404	2.43	5950
4_1_cts	2.31	0.431	2.60	6160
5_1_grt	2.41	0.450	2.39	6160
6_report	2.27	0.428	2.65	6160
[layout make-up]
| type | instances | area (um^2) | share of cell area [%] |
|---|---|---|---|
| Inverter | 28 | 105 | 1.70 |
| Sequential cell | 131 | 3400 | 55.2 |
| Clock buffer | 9 | 124 | 2.01 |
| Multi-Input combinational cell | 316 | 2080 | 33.8 |
| Clock inverter | 7 | 88.8 | 1.44 |
| Timing Repair Buffer | 19 | 183 | 2.96 |
| Tap cell | 140 | 175 | 2.84 |
[cell usage after synthesis, types with 3 or more instances]
master / count / area (um^2)
or2_2: 5 / 31.3
nand3_1: 21 / 105
dfxtp_1: 11 / 220
edfxtp_1: 78 / 2340
and2_1: 4 / 25.0
nor2_1: 52 / 195
a21oi_1: 20 / 100
or3_1: 5 / 31.3
nand2_1: 28 / 105
nor4b_1: 5 / 43.8
mux2_2: 11 / 124
and4_1: 5 / 43.8
ha_1: 12 / 150
xnor2_1: 24 / 210
nor3_1: 4 / 20.0
or4_1: 9 / 67.6
nor4_1: 3 / 18.8
dlxtn_1: 21 / 315
nand4_1: 14 / 87.6
clkbuf_1: 6 / 22.5
xor2_1: 23 / 201
and3_1: 11 / 68.8
dfrtp_1: 20 / 500
buf_2: 3 / 15.0
o31ai_1: 9 / 67.6
o21ai_0: 13 / 65.1
inv_1: 28 / 105
nand2b_1: 7 / 43.8
nor2b_1: 8 / 50.1
No activity file was given, so power comes from the tool's default toggle rates.
